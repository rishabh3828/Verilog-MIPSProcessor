`flow/config.mk`:
```
export PLATFORM = sky130hd
export DESIGN_NAME = register_file
export DESIGN_NICKNAME = register_file
export VERILOG_FILES = /design/flow/design.v
export SDC_FILE = /design/flow/constraint.sdc
export NUM_CORES = 4
export LEC_CHECK = 1
export CORE_UTILIZATION = 30
```
`flow/constraint.sdc`:
```
current_design register_file

set clk_period 4.7
set clk_io_pct 0.2

create_clock -name clk0 -period $clk_period [get_ports {clk}]

set non_clock_inputs [all_inputs -no_clocks]
set_input_delay [expr $clk_period * $clk_io_pct] -clock clk0 $non_clock_inputs
set_output_delay [expr $clk_period * $clk_io_pct] -clock clk0 [all_outputs]
```
`flow/design.v`:
```
`timescale 1ns / 1ps
module register_file
(
	clk,	 
	raddr0,
	rdata0,
	raddr1,
	rdata1,
	waddr,
	wdata,
	wren
);
	input					clk;
    input 		[3:0]		raddr0;
	input 		[3:0]		raddr1;
	input 		[3:0]		waddr;
	input		[31:0]		wdata;
	input 					wren;
    output 		[31:0] 	rdata0;
	output		[31:0]	rdata1;
    reg	[31:0] reg_file	[31:0];
	assign rdata0 = reg_file[raddr0];
	assign rdata1 = reg_file[raddr1];
	integer i;
	initial
	begin	
	    for(i = 0; i < 32; i = i+1)
		begin
	        reg_file[i] = 0;
		end
	end
    always @(posedge clk)
	begin
		if (wren) begin
			reg_file[waddr] <= wdata;
		end
	end
 endmodule  
```
`flow/run.sh`:
```
#!/bin/bash
# OpenROAD 26Q1-2900-gdf79404cd8, Yosys 0.63+post, stock flow scripts
make -C /OpenROAD-flow-scripts/flow DESIGN_CONFIG=/design/flow/config.mk WORK_HOME=/design/flow/orfs finish
```
==> impl_metrics.yaml <==
# flow metrics
run_status:
  status: "finished clean"
power:
  fin_total_pwr_w: 0.0102
  cellLeakagePower_nw: 8.47
  power.density_mw_per_mm2: 373
  vdd_drop_max_mv: 0.282
detailed_routing:
  drc: 0
  via_per_inst: 5.49
  first_pass_iters: 5
  post_drt_wl_per_cell_um: 27.6
  drtAntennaViolNets: 0
  dr.first_iter.drc_count: 699
  drt-total-wl_mm: 61.6
  vias: 12300
timing:
  tns_ns: 0
  tightest_slew_ns: 0.768
  slew_headroom_pct: 48.8
  finalSetupViolations: 0
  finalCriticalPeriod_ns: 4.05
  hold_violations: 0
  drv_slew: 0
  whs_ns: 1.26
  rsz0062_at_grt: "no"
  timing.final.crit_share_pct: 86.2
  finalWorstSetupSlack_ns: 0.648
  fmax_mhz: 247
die:
  die_w_um: 279
  coreArea_mm2: 0.0758
  pin_count: 110
  dieArea_mm2: 0.0776
  die_h_um: 279
  core.rowCount: 101
  fp-utilization_pct: 30.3
worst_setup_path:
  required_ns: 3.76
  cp_max_fo: 11
  critical_path_class: "primary input to output port"
  path_buffers: 3
  cp_cell_sequence: "clkdlybuf4s50_1 > nor2_4 > buf_4 > a22oi_1 > nand2_1 > clkdlybuf4s50_1"
  cp_top_family: "buffers and inverters"
  cpMostUsedCell: "clkdlybuf4s50_1"
  slowest_delay_ns: 0.53
  slowest_stage: "clkdlybuf4s50_1"
  cp-start-kind: "primary input"
  arrival_ns: 3.11
  end_kind: "output port"
global_routing:
  grt.met3_usage_pct: 14.7
  use_met2_pct: 25.3
  grt_use_total_pct: 17.4
  use_met1_pct: 20.0
  first_global_vias: 14100
  grt_max_degree: 59
  grt_antenna_before_repair: 5
  grt.busiest_layer: "met2"
  grt_overflow_total: 0
  grt_pass1_wl_mm: 91.3
yosys:
  netlist_logic_family_top: "multiplexers"
  mux_share_pct: 25.1
  synthSimpleGateAreaFrac_pct: 1.72
  ys_cells: 1077
  top_cell_area_share_pct: 67.0
  async_flop_share_pct: 0
  adder_share_pct: 0
  topCellsByArea: "edfxtp_1 67%, mux4_2 25%, a22oi_1 4.2%"
  avgSynthCellArea_um2: 21.3
  synth_area_leader_cell: "edfxtp_1"
  yosysWarnings: 1
  netlist_instances: 1077
  ys.flop_type: "edfxtp_1"
  synth_cell_types: 17
  xor_share_pct: 0
  synth_flop_count: 512
  yosysChipArea_mm2: 0.0229
  ys_seq_share_pct: 67.0
  synth-edff-count: 512
  ys_sh_aoi_pct: 4.19
  syn_area_mm2: 0.0229
placement:
  io_buffers: 109
  hpwl_mm: 34.9
  gp_congestion: 0.773
  place_ws_ns: 0.660
cts:
  cts_hold_buffers: 0
  cts_tree: "done"
  htreeDepth: 2
  cts_made_buffers: 53
  cts.sink_count: 512
  path_clk_slew_ns: 0.06
  cts-root-buf: "clkbuf_16"
  clock_path_buffers: 3
  cts_setup_buffers: 0
  post_cts_resize_count: 0
finish:
  syn2layout_area_growth_pct: 19.2
  drive_gt1_share_pct: 33.3
  top_register: "reg_file"
  largest_registers: "reg_file (512)"
  n_fill_cell: 6820
  largest_register_ffs: 512
flow_run:
  warning_count: 25
  max_cap_violations: 0
hold_path:
  hold_class: "primary input to flip-flop"
-- cell families after synthesis --
group                  after synthesis
DFF                                512
and+or+nand+nor                     95
muxes                              256
AOI/OAI and AO/OA                  128
buffers and inverters               86
-- placed cells by master, fill, tap and decap left out --
cell type | netlist | layout
and2_2 | 0 | 2
mux4_2 | 256 | 256
clkinvlp_4 | 0 | 3
edfxtp_1 | 512 | 512
clkinv_2 | 0 | 13
nand3_1 | 1 | 1
clkinv_1 | 0 | 15
clkbuf_16 | 0 | 54
nand3b_1 | 2 | 2
nand2b_1 | 2 | 2
a22oi_1 | 128 | 128
bufinv_16 | 0 | 5
diode_2 | 0 | 3
clkinv_8 | 0 | 2
clkbuf_8 | 0 | 2
nand2_1 | 65 | 65
nor3_2 | 0 | 4
buf_4 | 22 | 37
buf_12 | 0 | 20
nor2b_4 | 0 | 4
nor2_4 | 0 | 14
or3b_2 | 1 | 1
clkdlybuf4s50_1 | 0 | 105
clkbuf_1 | 33 | 5
-- power by group --
part	switching (W)	total [W]	internal, W
combinational	0.000468	0.000936	0.000469
sequential	0.0000350	0.00516	0.00512
clock	0.00173	0.00409	0.00237
-- per-stage QoR --
stage | utilization [%] | instances | cell area [um^2]
after floorplan | - | 1077 | 22900
after global placement | 33.8 | 2133 | 25600
after detailed placement | 33.8 | 2133 | 25600
after CTS | 36.0 | 2230 | 27300
after global routing | 36.0 | 2230 | 27300
final | 36.1 | 2233 | 27300
-- layer usage --
layer | part of all wire (%) | vias to the layer above | wire, um
met3 | 18 | 109 | 11300
met4 | 2.0 | 6 | 1260
met5 | 0.13 | - | 82
met2 | 46 | 931 | 28400
met1 | 33 | 6169 | 20600
li1 | - | 5035 | -
-- path summary, 6_finish.rpt --
path / startpoint / to / slack [ns] / depth (start not counted)
min: wdata[10] / reg_file[4][10]$_DFFE_PP_ / 1.26 / 1
max: raddr0[2] / rdata0[9] / 0.65 / 6
-- synthesized netlist by cell type (4+ instances only) --
| library cell | count |
|---|---|
| a22oi_1 | 128 |
| nor2b_1 | 4 |
| nor3_1 | 4 |
| buf_1 | 20 |
| buf_6 | 4 |
| mux4_2 | 256 |
| clkbuf_1 | 33 |
| nor2_1 | 14 |
| edfxtp_1 | 512 |
| nand2_1 | 65 |
| buf_4 | 22 |
| buf_2 | 7 |
-- cell type report --
| cell class | instances | area (um^2) | area share (%) |
|---|---|---|---|
| timing repair buffer | 164 | 1760 | 6.43 |
| antenna | 3 | 7.51 | 0.0275 |
| tap | 978 | 1220 | 4.48 |
| clock buffer | 59 | 1370 | 5.01 |
| clock inverter | 38 | 327 | 1.19 |
| multi-input combinational | 479 | 7280 | 26.6 |
| sequential | 512 | 15400 | 56.2 |
No activity file was given, so power comes from the tool's default toggle rates.
