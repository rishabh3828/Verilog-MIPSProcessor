`design/flow/design.v`:
```
`timescale 1ns / 1ps
module arithmetic_logic_unit
(
    control,	 
    operand0, 	 
    operand1, 	 
    result, 	 
	overflow,	 
    zero 		 
);
    input 		[3:0]	control;
	input 		[31:0] 	operand0; 
	input		[31:0]	operand1;
    output 	[31:0] 	result; 
	output			overflow;
	output			zero;
    reg [31:0]	result;
	reg 		overflow;
	reg 		zero;
	always @(control)
	begin
		case (control)
			4'b0000 :  
				begin
					result 		= operand0 & operand1;
					overflow 	= 0;
					zero		= (result == 0) ? 1 : 0;
				end	
			4'b0001:  
				begin
					result 		= operand0 | operand1;
					overflow 	= 0;
					zero		= (result == 0) ? 1 : 0;
				end	
			4'b0010:  
				begin
					result 		= operand0 + operand1;
					overflow 	= 0;
					zero		= (result == 0) ? 1 : 0;
				end
			4'b0011:  
				begin
					result 		= operand0 ^ operand1;
					overflow 	= 0;
					zero		= (result == 0) ? 1 : 0;
				end
			4'b0100:  
				begin
					result 		= ~(operand0 | operand1);
					overflow 	= 0;
					zero		= (result == 0) ? 1 : 0;
				end
			4'b0110:  
				begin
					result 		= operand0 - operand1;
					overflow 	= 0;
					zero		= (result == 0) ? 1 : 0;
				end
			4'b0111:  
				begin
					result 		= (operand0 < operand1) ? -1 : 0;
					overflow 	= 0;
					zero		= (result == 0) ? 1 : 0;
				end
			4'b1000:  
				begin
					result 		= operand0 << operand1;
					overflow 	= 0;
					zero		= (result == 0) ? 1 : 0;
				end
			4'b1001:  
				begin
					result 		= operand0 >> operand1;
					overflow 	= 0;
					zero		= (result == 0) ? 1 : 0;
				end
			default:
				begin
					zero 		= 0;
					overflow 	= 0;
				end				
		endcase
	end
 endmodule
```
`design/flow/run.sh`:
```
#!/bin/bash
# OpenROAD 26Q1-2900-gdf79404cd8, Yosys 0.63+post, stock flow scripts
make -C /OpenROAD-flow-scripts/flow DESIGN_CONFIG=/design/flow/config.mk WORK_HOME=/design/flow/orfs finish
```
`design/flow/config.mk`:
```
export PLATFORM = sky130hd
export DESIGN_NAME = arithmetic_logic_unit
export DESIGN_NICKNAME = arithmetic_logic_unit
export VERILOG_FILES = /design/flow/design.v
export SDC_FILE = /design/flow/constraint.sdc
export NUM_CORES = 4
export LEC_CHECK = 1
export CORE_UTILIZATION = 40
```
`design/flow/constraint.sdc`:
```
current_design arithmetic_logic_unit

set clk_period 9.6
set clk_io_pct 0.2

create_clock -name clk0 -period $clk_period

set non_clock_inputs [all_inputs -no_clocks]
set_input_delay [expr $clk_period * $clk_io_pct] -clock clk0 $non_clock_inputs
set_output_delay [expr $clk_period * $clk_io_pct] -clock clk0 [all_outputs]
```
==> impl_metrics.tcl <==
# metrics dict for downstream scripts
set metrics [dict create \
    antenna_left 0 \
    dieArea_sq_um 26480 \
    grt_max_degree 60 \
    power_leakage_nw 4.584 \
    fmax_ghz 0.1070 \
    drive_gt1_share_pct 8.611 \
    drtIter0Drc 1509 \
    unclocked_pins 32 \
    coreArea_sq_um 25250 \
    ir_drop_uv 41.83 \
    setup_viol 0 \
    dr_wl_met3_um 4906 \
    routed.top_layer "met5" \
    grt_pass1_wl_um 78870 \
    fp_util_pct 40.92 \
    yosysCellCount 1509 \
    die_w_um 162.7 \
    holdBufCountCts 0 \
    arrival_ps 7420 \
    finalMaxSlewViolations 0 \
    worst_path_largest_cell_delay_ps 740 \
    worst_slack_ps 257.1 \
    num_antenna_cells 0 \
    drt-pass1-iter-count 9 \
    gp_congestion 1.070 \
    synth_chip_area_sq_um 10330 \
    endpoint_kind "output port" \
    largest_register_ff_count 32 \
    setup.worst_path.start_class "input pin" \
    num_vias 12670 \
    maxCapViolations 0 \
    io_pins 102 \
    numPortBuffers 101 \
    dr_wl_met2_um 24390 \
    hp-class "in -> out" \
    synthToLayoutAreaGrowth_pct 11.78 \
    dp_worst_setup_slack_ps 140.9 \
    postSynthCellCount 1509 \
    wl_um 54080 \
    topCellsByArea "ha_1 12%, mux4_2 8.1%, nor2_1 7.2%, a21oi_1 6.7%, dlxtn_1 4.6%" \
    syn_avg_cell_area_sq_um 6.848 \
    path_cells "clkdlybuf4s50_1 -> inv_1 -> ha_1 -> inv_1 -> a21oi_1 -> o21ai_0 -> a31o_1 -> a31o_2 -> a31oi_1 -> o22ai_1 -> a221oi_2 -> nor3_1 -> a211oi_1 -> o41ai_1 -> a41o_1 -> clkdlybuf4s50_1" \
    power_density_nw_per_um2 62.95 \
    period_used_pct 97.32 \
    hold_viol 0 \
    synth-seq-cells 32 \
    synth.distinct_cells 91 \
    slew_headroom_pct 33.22 \
    grt-ovfl-total 0 \
    place_hpwl_um 43320 \
    grt_setup_unrepaired "no" \
    num_rows 58 \
    status "completed" \
    grt_pass1_vias 11780 \
    post_drt_wl_per_cell_um 29.03 \
    worstMarginPinSlew_ps 995.8 \
    untimed_endpoints 64 \
    required_ps 7680 \
    synth.top_cell.area_share_pct 11.74 \
    fin_crit_ps 9343 \
    async_flop_share_pct 0 \
    synth-edff-count 0 \
    critPathMaxFanout 14 \
    syn_area_sq_um 10330 \
    met1_length_um 22190 \
    die_h_um 162.7 \
    grt_antenna_before_repair 2 \
    crit_slowest_cell "clkdlybuf4s50_1" \
    postSynth.topFlopCell "dlxtn_1" \
    drc 0 \
    warnings 97 \
    setup-tns-final_ps 0 \
    synth_area_leader_cell "ha_1" \
    critPathKind "in -> out" \
    ys_warn_count 1 \
    routed_via_density 6.802 \
    grt_use_total_pct 41.76 \
]
==> synthesized netlist by cell type (10+ instances only) <==
cell type  count
a211oi_1      23
a21o_1        16
a21oi_1      139
a221oi_1      35
a222oi_1      12
a22oi_1       10
a31oi_1       20
and3_1        13
buf_2         18
buf_4         11
clkbuf_1      76
dlxtn_1       32
ha_1          97
inv_1         97
mux2_2        13
mux2i_1       40
mux4_2        37
nand2_1      115
nand2b_1      11
nand3_1       17
nand4_1       22
nor2_1       197
nor3_1        49
nor4_1        35
o21ai_0       95
o21bai_1      14
o221ai_1      11
o22ai_1       13
o31ai_1       16
xnor2_1       32
xor2_1        10
==> cells by family after synthesis <==
family	after synthesis	share of synthesized area, %
adders and majority gates	99	12.13
buffers and inverters	219	8.718
muxes	90	13.36
latches	32	4.649
and+or+nand+nor	506	22.80
AOI/OAI and AO/OA	520	34.75
other	1	0.03629
xor gates and xnor gates	42	3.560
==> placed cells by master (no fill, tap or decap), types with 17 or more instances in the layout <==
cell | synthesis | layout
buf_4 | 11 | 38
a221oi_1 | 35 | 34
nor2_1 | 197 | 197
nand4_1 | 22 | 22
a31oi_1 | 20 | 19
mux2i_1 | 40 | 40
nor3_1 | 49 | 47
a211oi_1 | 23 | 23
nand3_1 | 17 | 17
a21oi_1 | 139 | 138
nor4_1 | 35 | 35
mux4_2 | 37 | 37
ha_1 | 97 | 97
xnor2_1 | 32 | 32
inv_1 | 97 | 97
clkdlybuf4s50_1 | 0 | 97
o21ai_0 | 95 | 95
dlxtn_1 | 32 | 32
nand2_1 | 115 | 115
==> cell type report <==
cell class,instances,area (sq um)
fillers,2615,13700
inverters,105,394.1
multi-input cells,1258,8992
flip-flops and latches,32,480.5
well taps,330,412.9
repair buffers,138,1271
==> stage by stage <==
step | total power [mW] | instances | util (%) | area [sq um] | hold slack [ps]
after floorplan | 0.4490 | 1509 | - | 10330 | 4126
after global placement | 0.7083 | 1863 | 45.71 | 11540 | 5384
after detailed placement | 0.7033 | 1863 | 45.71 | 11540 | 5358
after CTS | 0.7070 | 1863 | 45.71 | 11540 | 5380
after global routing | 0.7703 | 1863 | 45.74 | 11550 | 5420
final | 0.7271 | 1863 | 45.74 | 11550 | 5396
==> final timing paths <==
kind	to	cells after the start	start	slack, ps
worst max-delay path	zero	16	operand0[9]	260
worst min-delay path	zero	7	operand1[5]	5400
==> per-layer routing <==
layer / track usage (%) / up-vias
li1: - / 5718
met1: 57.28 / 6046
met2: 64.66 / 777
met3: 7.610 / 130
met4: 17.93 / 2
met5: 0 / -
==> power by group <==
part	internal [mW]	leakage, nW	switching [mW]	total, mW
clock	0	0	0	0
combinational	0.253	4.33	0.452	0.705
sequential	0.0197	0.257	0.00213	0.0219
==> worst max-delay path, delay by kind of cell <==
| family | cells | cell delay [ps] |
|---|---|---|
| AOI/OAI and AO/OA | 10 | 3060 |
| adders and majority gates | 1 | 690 |
| buffers and inverters | 4 | 1580 |
| and+or+nand+nor | 1 | 160 |
==> timing repair <==
item | 4_1_cts | 5_1_grt
buffers inserted | 0 | 0
gates resized | 0 | 1
setup endpoints to repair | 0 | 1
No activity file was given, so power comes from the tool's default toggle rates.
